<file path="flow/run.sh">
#!/bin/bash
# OpenROAD 26Q1-2900-gdf79404cd8, Yosys 0.63+post, stock flow scripts
make -C /OpenROAD-flow-scripts/flow DESIGN_CONFIG=/design/flow/config.mk WORK_HOME=/design/flow/orfs finish
</file>
<file path="flow/config.mk">
export PLATFORM = sky130hd
export DESIGN_NAME = sync_updown_counter_TFF
export DESIGN_NICKNAME = sync_updown_counter_TFF
export VERILOG_FILES = /design/flow/design.v
export SDC_FILE = /design/flow/constraint.sdc
export NUM_CORES = 4
export LEC_CHECK = 1
export CORE_AREA = 10 10 70 70
export DIE_AREA = 0 0 80 80
</file>
<file path="flow/constraint.sdc">
current_design sync_updown_counter_TFF

set clk_period 2.4
set clk_io_pct 0.2

create_clock -name clk0 -period $clk_period [get_ports {clk}]

set non_clock_inputs [all_inputs -no_clocks]
set_input_delay [expr $clk_period * $clk_io_pct] -clock clk0 $non_clock_inputs
set_output_delay [expr $clk_period * $clk_io_pct] -clock clk0 [all_outputs]
</file>
<file path="flow/design.v">
module sync_updown_counter_TFF (
    input clk,
    input rst,
    input up_down,         
    output reg [3:0] q
);
    wire [3:0] t;          
    assign t[0] = 1'b1;  
    assign t[1] = up_down ? q[0]           : ~q[0];
    assign t[2] = up_down ? (q[1] & q[0])  : ~(q[1] | q[0]);
    assign t[3] = up_down ? (q[2] & q[1] & q[0]) : ~(q[2] | q[1] | q[0]);
    always @(posedge clk or posedge rst) begin
        if (rst)
            q <= 4'b0000;
        else begin
            if (t[0]) q[0] <= ~q[0];
            if (t[1]) q[1] <= ~q[1];
            if (t[2]) q[2] <= ~q[2];
            if (t[3]) q[3] <= ~q[3];
        end
    end
endmodule
</file>
==> flow_metrics.env <==
# source this file to load flow results
export IMPL_warning_count=25
export IMPL_die_area_um2=6400
export IMPL_drive_above_1_share_pct=16.7
export IMPL_switching_share_pct=26.9
export IMPL_drt_iter0_drc=0
export IMPL_rrSetupSlack_ns=1.35
export IMPL_root_buffer="clkbuf_4"
export IMPL_crit_path_end="q[0]"
export IMPL_worst_r2r_cell_count=3
export IMPL_fin_area_um2=314
export IMPL_areaGrowthSynthToFinish_pct=80.6
export IMPL_largest_register="q"
export IMPL_synth_flops=4
export IMPL_pwr_share_seq_pct=39.9
export IMPL_place_ws_ns=0.824
export IMPL_postSynthSeqShare_pct=57.6
export IMPL_synth_cells_yosys=15
export IMPL_largest_area_cell="dfrtp_1"
export IMPL_top_regs="q (4)"
export IMPL_fmax_ghz=0.602
export IMPL_relSlewSlack_pct=83.8
export IMPL_p_clk_share_pct=25.6
export IMPL_worstPathRequired_ns=1.92
export IMPL_h_tree_depth=1
export IMPL_place_congestion=0.664
export IMPL_numClockSinks=4
export IMPL_vias_per_cell=2.09
export IMPL_slowest_stage="clkdlybuf4s50_1"
export IMPL_worstPathCellList="clkdlybuf4s50_1"
export IMPL_clock_latency_ns=0.23
export IMPL_avgSynthCellArea_um2=11.6
export IMPL_worst_path_buf_inv=1
export IMPL_p_int_mw=0.230
export IMPL_grt_pass1_wl_um=717
export IMPL_max_cap_violations=0
export IMPL_reg2reg_to="q[3]"
export IMPL_power_density_nw_per_um2=1000
export IMPL_overflow=0
export IMPL_cts_buffer_depth=2
export IMPL_finalHoldViolations=0
export IMPL_finalMaxSlewViolations=0
export IMPL_synth_cell_types=9
export IMPL_track_usage_pct=1.55
export IMPL_place_area_um2=292
export IMPL_grt_start_max_net_pins=8
export IMPL_area_leaders="dfrtp_1 (58%), xnor2_1 (15%), and2_4 (5.0%)"
export IMPL_num_vias=146
export IMPL_setup_worst_path_class="reg -> out"
export IMPL_status="completed"
export IMPL_first_pass_iters=1
export IMPL_pin_count=7
export IMPL_setup_violations=0
export IMPL_die_w_um=80
export IMPL_fp_util_pct=5.09
export IMPL_cts_tree="built"
export IMPL_setup_ws_ns=0.738
export IMPL_path_delay_family="buffers and inverters"
export IMPL_synthCells=15
export IMPL_cts_buffers=3
export IMPL_fin_crit_ns=1.66
export IMPL_cts_resized=0
export IMPL_cp_start_kind="flip-flop"
export IMPL_wl_per_cell_um=6.31
export IMPL_crit_cells=1
export IMPL_top_area_share_pct=57.6
export IMPL_postCtsHoldBufs=0
export IMPL_crit_path_max_fanout=7
export IMPL_rsz0062_at_grt="false"
export IMPL_drt_total_wl_um=442
export IMPL_finalCritPeriodShare_pct=69.2
export IMPL_chipHeight_um=80
export IMPL_min_delay_path_class="in -> async"
export IMPL_worst_setup_path_end_kind="output pin"
export IMPL_ys_chip_area_um2=174
export IMPL_comb_power_share_pct=34.5
export IMPL_switching_power_mw=0.0846
export IMPL_first_global_vias=127
export IMPL_crit_arrival_ns=1.18
export IMPL_n_antenna_cell=0
export IMPL_cts_setup_buffers=0
export IMPL_cpPeakStageDelay_ns=0.51
export IMPL_irDropWorstVdd_uv=532
export IMPL_fin_util_pct=9.19
export IMPL_worstSetupStartpoint="q[0]"
export IMPL_clkTransAtPathRegs_ns=0.04
export IMPL_largest_reg_flops=4
export IMPL_antenna_found_initial=0
export IMPL_setup_tns_ns=0
export IMPL_yosysWarnings=1
export IMPL_io_buffers=6
export IMPL_fin_skew_ns=0.00430
export IMPL_fp_coreArea_um2=3420
export IMPL_final_antenna_net_count=0
export IMPL_drc_errors=0
export IMPL_synth_cell_area_um2=174
export IMPL_worst_pin_slew_ns=0.240
export IMPL_row_count=21
export IMPL_p_leak_nw=0.112
export IMPL_worstReg2RegStart="q[2]"
export IMPL_whs_ns=0.439
-- cell usage after synthesis, drive strengths merged --
master and n:
nor4 1, inv 2, nor3 1, xnor2 3, dfrtp 4, a31oi 1
xor2 1, a21oi 1, and2 1
-- cells by family after synthesis --
family                 synth area share (%)
buffers and inverters                  4.32
AND/OR/NAND/NOR                        11.5
flip-flops                             57.6
XOR/XNOR                               20.1
AND-OR/OR-AND                          6.47
-- cells in the final DEF (no fill, tap or decap) --
cell	synthesis	routed
a21oi_1	1	1
a31oi_1	1	1
and2_4	1	1
clkbuf_4	0	3
clkdlybuf4s50_1	0	6
dfrtp_1	4	4
inv_1	2	2
nor3_1	1	1
nor4_1	1	1
xnor2_1	3	3
xor2_1	1	1
-- routing by layer --
layer	up-vias	track usage [%]	part of all wire (%)
li1	70	-	-
met1	65	2.40	60
met2	11	0.963	24
met3	0	1.93	16
met4	0	0.352	0
met5	-	0	0
-- how the worst min path moves through the flow --
stage,depth (start not counted),slack [ns],from,to
CTS,2,0.44,rst,q[2]
global route,2,0.43,rst,q[3]
finish,2,0.44,rst,q[3]
-- through the flow --
step	std cells	total power [mW]
floorplan	15	0.163
global placement	67	0.231
detailed placement	67	0.234
CTS	70	0.320
global route	70	0.341
finish	70	0.315
-- power by group through the flow --
stage / registers [mW] / logic, mW / clock network [mW]
6_report: 0.126 / 0.108 / 0.0806
5_1_grt: 0.130 / 0.116 / 0.0958
4_1_cts: 0.126 / 0.109 / 0.0854
-- area by class of cell --
class | count | area, um^2
fillers | 407 | 3100
well taps | 46 | 57.6
inverters | 2 | 7.51
flip-flops and latches | 4 | 100
clock buffers | 3 | 22.5
multi-input cells | 9 | 66.3
repair buffers | 6 | 60.1
Power figures rest on the tool's default switching activity, not on a simulated workload.
